<file path="flow/config.mk">
export PLATFORM = sky130hd
export DESIGN_NAME = moore_fsm_unlocking
export DESIGN_NICKNAME = moore_fsm_unlocking
export VERILOG_FILES = /design/flow/design.v
export SDC_FILE = /design/flow/constraint.sdc
export NUM_CORES = 4
export LEC_CHECK = 1
export CORE_AREA = 10 10 70 70
export DIE_AREA = 0 0 80 80
</file>
<file path="flow/constraint.sdc">
current_design moore_fsm_unlocking

set clk_period 1.5
set clk_io_pct 0.2

create_clock -name clk0 -period $clk_period [get_ports {clk}]

set non_clock_inputs [all_inputs -no_clocks]
set_input_delay [expr $clk_period * $clk_io_pct] -clock clk0 $non_clock_inputs
set_output_delay [expr $clk_period * $clk_io_pct] -clock clk0 [all_outputs]
</file>
<file path="flow/design.v">
module moore_fsm_unlocking (
    input logic clk,
    input logic reset,
    input logic serial_data,
    input logic serial_valid,
    output logic unlock,
    output logic pwd_incorrect,
    output logic serial_ready
);
    enum logic [2:0] {
        IDLE = 3'b000,      
        S_1 = 3'b001,       
        S_10 = 3'b010,      
        S_101 = 3'b011,     
        S_1011 = 3'b100,    
        INCORRECT = 3'b101  
    } current_state, next_state;
    logic [1:0] timeout_counter;
    logic timeout_reset, timeout_enable;
    always_ff @(posedge clk or posedge reset) begin
        if (reset)
            current_state <= IDLE;
        else
            current_state <= next_state;
    end
    always_ff @(posedge clk or posedge reset) begin
        if (reset)
            timeout_counter <= 2'b00;
        else if (timeout_reset)
            timeout_counter <= 2'b00;
        else if (timeout_enable)
            timeout_counter <= timeout_counter + 2'b01;
        else
            timeout_counter <= timeout_counter;  
    end
    always_comb begin
        next_state = current_state;  
        timeout_enable = 1'b0;
        timeout_reset = 1'b0;
        case (current_state)
            IDLE: begin
                if (serial_valid) begin
                    if (serial_data == 1'b1)
                        next_state = S_1;
                    else
                        next_state = INCORRECT;
                end
                timeout_reset = 1'b1;  
            end
            S_1: begin
                if (serial_valid) begin
                    if (serial_data == 1'b0)
                        next_state = S_10;
                    else
                        next_state = INCORRECT;
                end
            end
            S_10: begin
                if (serial_valid) begin
                    if (serial_data == 1'b1)
                        next_state = S_101;
                    else
                        next_state = INCORRECT;
                end
            end
            S_101: begin
                if (serial_valid) begin
                    if (serial_data == 1'b1)
                        next_state = S_1011;
                    else
                        next_state = INCORRECT;
                end
            end
            S_1011: begin
                timeout_enable = 1'b1;
                if (timeout_counter >= 2'b01)
                    next_state = IDLE;
            end
            INCORRECT: begin
                timeout_enable = 1'b1;
                if (timeout_counter >= 2'b01)
                    next_state = IDLE;
            end
            default: next_state = IDLE;
        endcase
    end
    always_comb begin
        unlock = 1'b0;
        pwd_incorrect = 1'b0;
        serial_ready = 1'b1;
        case (current_state)
            IDLE: begin
                unlock = 1'b0;
                pwd_incorrect = 1'b0;
                serial_ready = 1'b1;
            end
            S_1, S_10, S_101: begin
                unlock = 1'b0;
                pwd_incorrect = 1'b0;
                serial_ready = 1'b1;
            end
            S_1011: begin
                unlock = 1'b1;
                pwd_incorrect = 1'b0;
                serial_ready = 1'b0;  
            end
            INCORRECT: begin
                unlock = 1'b0;
                pwd_incorrect = 1'b1;
                serial_ready = 1'b0;  
            end
            default: begin
                unlock = 1'b0;
                pwd_incorrect = 1'b0;
                serial_ready = 1'b1;
            end
        endcase
    end
endmodule
</file>
<file path="flow/run.sh">
#!/bin/bash
# OpenROAD 26Q1-2900-gdf79404cd8, Yosys 0.63+post, stock flow scripts
make -C /OpenROAD-flow-scripts/flow DESIGN_CONFIG=/design/flow/config.mk WORK_HOME=/design/flow/orfs finish
</file>
==> out/results.tsv <==
stage	metric	value	unit
status	status	finished, final reports clean	
drt	drc_errors	0	
clock_network	clockBufferDepth	2	
final_timing	fmax	713.5	MHz
grt	grt.total_usage	0.02795	
final_timing	slew_viol_final	0	
clock_network	cts_sinks	8	
yosys	syn-instance-count	35	
pwr	total_power	864.2	µW
pwr	power_frac_seq	0.387	
floorplanning	die_h	80	µm
yosys	ys_area	356.6	µm²
final_timing	fin_crit	1402	ps
final_timing	max_slew_margin	0.7974	
worst_setup_path	critPathCaptureType	primary output	
final_timing	skew	6.404	ps
floorplanning	die-area	6400	µm²
clock_network	tritoncts	yes	
hold_path	min_path_type	input port to asynchronous set/reset pin	
placement	hpwl	588.1	µm
grt	grt_pass1_vias	333	
drt	dr_wl_met2	294	µm
drt	ant_nets	0	
worst_setup_path	start_kind	flop	
clock_network	cts_root_buf	clkbuf_4	
pwr	cellLeakagePower	0.2707	nW
layout	drive_gt1_frac	0.2692	
worst_setup_path	path_class	flop to primary output	
grt	grt_max_degree	10	
grt	grt_pass1_wl	1462	µm
final_timing	fin_setup_tns	0	ps
job	warnings	25	
layout	final_cell_mix	inv_1 (7), dfrtp_1 (7), buf_4 (6), o21ai_0 (4)	
clock_network	numCtsBuffers	3	
placement	postPlaceCellArea	493.0	µm²
placement	routabilityCongestion	0.7841	
floorplanning	ioPinCount	7	
drt	dr_wl_met3	60	µm
yosys	postSynthSeqShare	0.5649	
clock_network	cts_max_level	1	
layout	syn2layout_area_growth	61.40	%
pwr	combPwrFrac	0.410	
final_timing	hold_viol_final	0	
worst_setup_path	worstPathMaxFanout	2	
yosys	yosysWarningCount	1	
drt	diodes	0	
yosys	avgSynthCellArea	10.19	µm²
layout	fillCellCount	399	
yosys	ys_types	17	
yosys	syn-cell-area	356.6	µm²
drt	drt_wl_total	810	µm
pwr	p_int	603.5	µW
pwr	powerDensity	1502	nW/µm²
drt	vias_per_cell	3.163	
floorplanning	fp-utilization	0.1044	
placement	io_buffer_count	6	
job	maxCapViolations	0	
drt	wl_met1	443	µm
drt	wl_per_cell	8.265	µm
final_timing	rsz0062_at_grt	false	
yosys	synth_flops	8	
pwr	switching_share	0.3016	
worst_setup_path	reg2reg_from	current_state[4]$_DFF_PP0_	
pwr	clkPwrFrac	0.203	
layout	final_util	0.1685	
final_timing	tightestPinTransition	303.5	ps
final_timing	setup_viol	0	
worst_setup_path	cp_data_arrival_time	1100	ps
yosys	yosysCellCount	35	
final_timing	hold-worst-slack	289.2	ps
grt	antenna_found_initial	0	
clock_network	cts-hold-fix-buffers	0	
drt	first_pass_iters	3	
layout	final_cell_area	575.6	µm²
worst_setup_path	required	1200	ps
floorplanning	fp.coreArea	3416	µm²
pwr	vdd_drop_max	755.7	µV
drt	drtIter0Drc	6	
drt	topRoutingLayerUsed	met4	
grt	grt_overflow_total	0	
clock_network	clkTransAtPathRegs	60	ps
floorplanning	rows	21	
worst_setup_path	r2r_cells	4	
drt	vias	310	
clock_network	clock_latency	250	ps
floorplanning	die_x	80	µm
worst_setup_path	r2r-end	timeout_counter[1]$_DFFE_PP0P_	
final_timing	finalCritPeriodShare	0.9344	
worst_setup_path	r2r_slack	180	ps
pwr	p_sw	260.7	µW
flip-flops by register name, summed over array words and instances, names as in the netlist:
signal / count
timeout_counter: 2
current_state: 6
power groups by stage:
stage	combinational [mW]	clock (mW)	sequential, mW
after CTS	0.349	0.185	0.333
after global routing	0.402	0.203	0.342
final	0.354	0.176	0.334
critical path: stages (launching register included):
cell           delay [ps]
dfrtp_1               380
buf_4                 140
nor2_4                110
dlygate4sd2_1         220
through the flow:
stage | setup WS [ps] | instances
after detailed placement | -95.99 | 89
after floorplan | 274.9 | 35
final | 98.38 | 98
after global routing | 25.31 | 98
after CTS | 7.612 | 98
after global placement | -81.08 | 89
routing by layer:
metal / GRT usage / up-vias
li1: - / 157
met1: 0.03919 / 143
met2: 0.03772 / 8
met3: 0.01250 / 2
met4: 0.007042 / 0
met5: 0 / -
synthesized netlist by cell type:
cell type | instances | share of area
or4_1 | 1 | 0.021
nand3_1 | 2 | 0.028
ha_1 | 1 | 0.035
o22ai_1 | 1 | 0.018
nor2_1 | 1 | 0.011
nor3_1 | 2 | 0.028
o21ai_0 | 4 | 0.056
or3b_2 | 1 | 0.025
clkbuf_1 | 1 | 0.011
dfrtp_1 | 7 | 0.49
a32o_1 | 2 | 0.056
dfstp_2 | 1 | 0.074
nand2b_1 | 1 | 0.018
o21a_1 | 1 | 0.021
nand3b_1 | 1 | 0.021
a21oi_1 | 1 | 0.014
inv_1 | 7 | 0.074
how the worst max path moves through the flow:
| stage | from | endpoint | cells past startpoint |
|---|---|---|---|
| CTS | current_state[4]$_DFF_PP0_ | pwd_incorrect | 2 |
| global route | current_state[1]$_DFF_PP0_ | serial_ready | 3 |
| finish | current_state[1]$_DFF_PP0_ | serial_ready | 3 |
layout make-up:
class,instances,area (µm²),share of cell area
clock buffers,4,26.28,0.04565
inverters,7,26.28,0.04565
multi-input cells,19,132.6,0.2304
flip-flops and latches,8,201.4,0.3500
well taps,46,57.56,0.1000
repair buffers,14,131.4,0.2283
logic make-up after synthesis:
group | share of synthesized area
AND-OR/OR-AND | 0.1649
AND/OR/NAND/NOR | 0.1509
buffers and inverters | 0.08421
flip-flops | 0.5649
adder cells (fa/ha/maj) | 0.03508
timing repair:
action / CTS / global route
setup buffers: 5 / 0
setup endpoints to repair: 3 / 3
pin swaps: 1 / 0
gates resized: 4 / 3
Power figures rest on the tool's default switching activity, not on a simulated workload.
